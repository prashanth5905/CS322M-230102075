<file path="./design.v">
`timescale 1ns/1ns
module vending_mealy (
    input  wire       clk,
    input  wire       rst,        
    input  wire [1:0] coin,       
    output wire       dispense,   
    output wire       chg5,       
    output wire [1:0] state_present  
);
    localparam [1:0] ST_IDLE = 2'b00,
                     ST_5    = 2'b01,
                     ST_10   = 2'b10,
                     ST_15   = 2'b11;
    reg [1:0] state_present_reg, state_next;
    reg mealy_disp, mealy_chg;
    reg dispense_reg, chg_reg;
    wire coin5  = (coin == 2'b01);
    wire coin10 = (coin == 2'b10);
    always @(*) begin
        state_next = state_present_reg;
        mealy_disp = 1'b0;
        mealy_chg  = 1'b0;
        case (state_present_reg)
            ST_IDLE: begin
                if (coin5)  state_next = ST_5;
                else if (coin10) state_next = ST_10;
            end
            ST_5: begin
                if (coin5)      state_next = ST_10;
                else if (coin10) state_next = ST_15;
            end
            ST_10: begin
                if (coin5)      state_next = ST_15;
                else if (coin10) begin
                    mealy_disp = 1'b1;
                    state_next = ST_IDLE;
                end
            end
            ST_15: begin
                if (coin5) begin
                    mealy_disp = 1'b1;
                    state_next = ST_IDLE;
                end else if (coin10) begin
                    mealy_disp = 1'b1;
                    mealy_chg  = 1'b1;
                    state_next = ST_IDLE;
                end
            end
        endcase
    end
    always @(posedge clk) begin
        if (rst) begin
            state_present_reg <= ST_IDLE;
            dispense_reg      <= 1'b0;
            chg_reg           <= 1'b0;
        end else begin
            state_present_reg <= state_next;
            dispense_reg      <= mealy_disp;
            chg_reg           <= mealy_chg;
        end
    end
    assign dispense      = dispense_reg;
    assign chg5          = chg_reg;
    assign state_present = state_present_reg;
endmodule
</file>
<file path="./run.sh">
#!/bin/bash
# OpenROAD 26Q1-2900-gdf79404cd8, Yosys 0.63+post, stock flow scripts
make -C /OpenROAD-flow-scripts/flow DESIGN_CONFIG=/design/flow/config.mk WORK_HOME=/design/flow/orfs finish
</file>
<file path="./config.mk">
export PLATFORM = sky130hd
export DESIGN_NAME = vending_mealy
export DESIGN_NICKNAME = vending_mealy
export VERILOG_FILES = /design/flow/design.v
export SDC_FILE = /design/flow/constraint.sdc
export NUM_CORES = 4
export LEC_CHECK = 1
export CORE_AREA = 10 10 70 70
export DIE_AREA = 0 0 80 80
</file>
<file path="./constraint.sdc">
current_design vending_mealy

set clk_period 1.1
set clk_io_pct 0.2

create_clock -name clk0 -period $clk_period [get_ports {clk}]

set non_clock_inputs [all_inputs -no_clocks]
set_input_delay [expr $clk_period * $clk_io_pct] -clock clk0 $non_clock_inputs
set_output_delay [expr $clk_period * $clk_io_pct] -clock clk0 [all_outputs]
</file>
==> flow_summary_export.csv <==
group,metric,value,unit
synth,ys.warnings.count,1,
cells_and_area,area_growth,95.8,%
detailed_routing,drt_iter0_markers,16,
hold_path,hp-start,"coin[1]",
placement,place_congestion,0.736,
clock_tree,clk-insertion-delay-late,0.24,ns
cells_and_area,largest_reg_flops,2,
clock_tree,cts_made_buffers,3,
synth,yosys_area,210,µm²
global_route,grt_pass1_vias,227,
pwr,sequentialPowerShare,0.361,
synth,ys_cells,23,
critical_path,timing.rr.start,"state_present_reg[1]$_SDFFE_PP0P_",
detailed_routing,dr.pass1.iters,4,
synth,edf_count,0,
global_route,grt_overflow,0,
clock_tree,cts_tree,"done",
synth,topCellsByArea,"dfxtp_1 (38%), ha_1 (18%), o21ai_0 (7.1%)",
outcome,status,"finished, violations left",
clock_tree,clock_path_buffers,2,
critical_path,critPathLaunchType,"input port",
clock_tree,cts_max_level,1,
outcome,violations,"setup timing",
floorplanning,fp_util,0.0615,
detailed_routing,drc,0,
global_route,grt_max_degree,7,
critical_path,startpoint,"coin[0]",
job,tool_warnings,29,
clock_tree,cts_sinks,4,
synth,ys_seq_frac,0.381,
pwr,ir_drop,0.170,mV
global_route,grt_pass1_wl,986,µm
floorplanning,die_w,80,µm
pwr,swShare,0.235,
critical_path,cp.required,1.26,ns
detailed_routing,wire_per_inst,6.81,µm
clock_tree,path_clk_slew,0.04,ns
final_timing,period_used_share,1.02,
synth,synth-seq-cells,4,
clock_tree,clock-root-buffer,"clkbuf_4",
synth,xor_area_frac,0,
synth,ys_top_logic_family,"simple AND/OR/NAND/NOR gates",
synth,async_flop_share,0,
pwr,p_comb_frac,0.222,
final_timing,worst_pin_slew,0.195,ns
cells_and_area,drive_gt1_frac,0.405,
placement,dpl.hpwl,412,µm
synth,yosysUniqueCellTypes,13,
floorplanning,ios,8,
critical_path,worstPathArrival,1.29,ns
pwr,total_leakage_power,0.000175,µW
final_timing,setup_violations,1,
critical_path,timing.rr.end,"state_present_reg[1]$_SDFFE_PP0P_",
critical_path,worstSetupPathType,"in2reg",
global_route,antenna_found_initial,0,
final_timing,fin_skew,0.00372,ns
final_timing,fmax,0.887,GHz
cells_and_area,design_area,412,µm²
detailed_routing,antenna_left,0,
detailed_routing,vias,215,
critical_path,cp_max_fo,4,
global_route,gr-usage-all-layers,0.0185,
synth,adder_share,0.179,
synth,most_common_cell,"dfxtp_1",
floorplanning,die_area,0.00640,mm²
synth,ys_sh_mux,0.0476,
final_timing,rsz0062_at_grt,"true",
detailed_routing,wl,565,µm
detailed_routing,antennaDiodeCount,0,
final_timing,worst_slack,-0.0271,ns
synth,yosys.area.top_type,"dfxtp_1",
synth,synth_cells,23,
synth,netlist_top_cells_count,"dfxtp_1 (4), ha_1 (3), inv_1 (3), o21ai_0 (3), a21oi_1 (2)",
critical_path,critical_path.endpoint,"state_present_reg[1]$_SDFFE_PP0P_",
floorplanning,core_area,0.00342,mm²
synth,syn_area,210,µm²
synth,avgSynthCellArea,9.14,µm²
final_timing,relSlewSlack,0.869,
synth,ys.flop_type,"dfxtp_1",
cells_and_area,final_core_util,0.121,
pwr,p_sw,103,µW
pwr,pwr-share-clk,0.417,
job,drv_cap,0,
final_timing,whs,0.544,ns
final_timing,maxSlewViolCount,0,
hold_path,hold_path.class,"in2reg",
final_timing,final.min_clock_period,1.13,ns
placement,placed_cell_area,353,µm²
pwr,internal_power,335,µW
floorplanning,die_h,80,µm
floorplanning,rows,21,
critical_path,endpoint_kind,"register",
final_timing,hold_viol,0,
synth,compound_area_frac,0.119,
pwr,powerDensity,1060,mW/mm²
critical_path,reg2reg_depth,4,
synth,netlist.area_leader.share,0.381,
critical_path,r2r_slack,-0.03,ns
detailed_routing,vias_per_cell,2.59,
placement,portBuffers,7,
synth,synthSimpleGateAreaFrac,0.220,
power groups by stage:
stage	clock network, µW	logic [µW]	registers, µW
final	183	97.3	158
after global routing	198	112	159
after CTS	195	88.6	158
cell families after synthesis:
family / after synthesis
mux: 1
fa+ha+maj: 3
flops: 4
buf+inv: 3
simple gates: 7
compound gates: 5
repair_timing:
item,in CTS,in global routing
gates resized,13,2
pin swaps,1,2
endpoints found under the setup margin,7,2
hold buffers,0,0
buffers inserted,2,0
worst min path at each step:
stage / end / cells past startpoint
after global routing: state_present_reg[1]$_SDFFE_PP0P_ / 4
final: chg_reg$_SDFF_PP0_ / 3
after CTS: chg_reg$_SDFF_PP0_ / 3
critical path: stages:
cell and delay, ns:
dlygate4sd2_1 0.26, ha_2 0.20, nor2b_1 0.15, or3_4 0.33, a21oi_2 0.13
routing by layer:
metal | up-vias | GRT usage | routed length, µm
li1 | 106 | - | -
met1 | 95 | 0.0213 | 271
met2 | 12 | 0.0249 | 177
met3 | 2 | 0.0148 | 99
met4 | 0 | 0.00704 | 17
met5 | - | 0 | 0
cell usage in the layout (no fill, tap or decap):
cell type and n:
a21oi_2 1, mux2i_1 1, or3_4 1, nor2b_1 1
nor3b_1 1, nor2_1 1, dlygate4sd2_1 5, clkdlybuf4s50_1 1
buf_4 4, inv_1 2, and4b_1 1, ha_1 1
dfxtp_2 2, inv_2 1, clkbuf_4 3, a21oi_1 1
ha_2 1, or2b_1 1, clkdlybuf4s15_2 1, o21ai_0 3
dfxtp_1 2, ha_4 1, nand3_1 1
area by class of cell:
| type | count | area (µm²) |
|---|---|---|
| Fill cell | 395 | 3000 |
| Sequential cell | 4 | 82.6 |
| Timing Repair Buffer | 11 | 95.1 |
| Inverter | 3 | 11.3 |
| Multi-Input combinational cell | 16 | 143 |
| Tap cell | 46 | 57.6 |
| Clock buffer | 3 | 22.5 |
through the flow:
step                      setup slack (ns)  setup TNS, ns  total power [µW]  instances
final                              -0.0271        -0.0271               438         83
after global routing               -0.0811         -0.160               470         83
after CTS                          -0.0409        -0.0409               441         83
after detailed placement            -0.569          -1.67               240         78
after global placement              -0.507          -1.46               234         78
after floorplan                     0.0379              0               192         23
Power is estimated from default activity; no workload was simulated.
