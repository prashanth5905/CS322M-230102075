==> /design/flow/design.v <==
module seq_detect_mealy(
    input wire clk,
    input wire rst,         
    input wire din,         
    output reg y            
);
        parameter init   = 2'b00,  
         one   = 2'b01,  
         two  = 2'b10,  
         three = 2'b11;   
    reg [1:0] state_present, state_next;
    always @(posedge clk) begin
        if (rst)
            state_present <= init;
        else
            state_present <= state_next;
        y<=0;
        if(state_present==three && din==1)begin
            y<=1;
        end
    end
    always @(*) begin
        state_next = state_present;  
        case (state_present)
            init: begin
                if (din)
                    state_next = one;
                else
                    state_next = init;
            end
            one: begin
                if (din)
                    state_next = two;
                else
                    state_next = init;
            end
            two: begin
                if (din)
                    state_next = two;
                else
                    state_next = three;
            end
            three: begin
                if (din) begin
                    state_next = one;  
                end else
                    state_next = init;
            end
            default: state_next = init;
        endcase
    end
endmodule
==> /design/flow/run.sh <==
#!/bin/bash
# OpenROAD 26Q1-2900-gdf79404cd8, Yosys 0.63+post, stock flow scripts
make -C /OpenROAD-flow-scripts/flow DESIGN_CONFIG=/design/flow/config.mk WORK_HOME=/design/flow/orfs finish
==> /design/flow/config.mk <==
export PLATFORM = sky130hd
export DESIGN_NAME = seq_detect_mealy
export DESIGN_NICKNAME = seq_detect_mealy
export VERILOG_FILES = /design/flow/design.v
export SDC_FILE = /design/flow/constraint.sdc
export NUM_CORES = 4
export LEC_CHECK = 1
export CORE_AREA = 10 10 70 70
export DIE_AREA = 0 0 80 80
==> /design/flow/constraint.sdc <==
current_design seq_detect_mealy

set clk_period 1.2
set clk_io_pct 0.2

create_clock -name clk0 -period $clk_period [get_ports {clk}]

set non_clock_inputs [all_inputs -no_clocks]
set_input_delay [expr $clk_period * $clk_io_pct] -clock clk0 $non_clock_inputs
set_output_delay [expr $clk_period * $clk_io_pct] -clock clk0 [all_outputs]
==> flow_summary.json <==
{
  "n_fill_cell": 404,
  "slew_viol_final": 0,
  "htreeDepth": 1,
  "start_kind": "register",
  "rows": 21,
  "ys_cells": 14,
  "setup_tns_ns": 0,
  "dieWidth_um": 80,
  "drc": 0,
  "p_leak_nw": 0.09707,
  "powerDensity_nw_per_um2": 1449,
  "clkSinkCount": 5,
  "yosysUniqueCellTypes": 6,
  "cp-end-kind": "output port",
  "path_max_fanout": 1,
  "top_cell_area_share_pct": 63.49,
  "clock_latency_ns": 0.24,
  "clock_path_buffers": 2,
  "diodes": 0,
  "syn_inst": 14,
  "holdWs_ns": 0.4494,
  "coreArea_um2": 3416,
  "met1_usage_pct": 0.9333,
  "avgSynthCellArea_um2": 11.26,
  "hp-class": "reg -> reg",
  "totalWireLength_um": 294,
  "finClkSkew_ns": 0.005055,
  "port_buffers": 3,
  "antenna_found_initial": 0,
  "top_usage_layer": "met3",
  "routabilityCongestion": 0.6471,
  "post-place-ws_ns": 0.05802,
  "syn2layout_area_growth_pct": 71.43,
  "crit_family": "flip-flops",
  "overflow": 0,
  "finalHoldViolCount": 0,
  "cts_resized": 1,
  "min_period_ns": 0.9946,
  "arrival_ns": 0.75,
  "drt_first_iter_violations": 6,
  "die_area_um2": 6400,
  "grt_pass1_vias": 116,
  "antenna_left": 0,
  "via_per_inst": 1.687,
  "slowest_delay_ns": 0.29,
  "clkTransAtPathRegs_ns": 0.04,
  "postLayoutSetupSlackWorst_ns": 0.2054,
  "pin_count": 4,
  "crit_buf_inv": 1,
  "wl_per_cell_um": 4.388,
  "cts_buffers": 3,
  "drive_above_1_share_pct": 23.81,
  "syn-cell-area_um2": 157.7,
  "grt_use_met3_pct": 2.273,
  "top_cells_by_area": "dfxtp_1 (63%), nor2_1 (12%), nand2b_4 (8.7%)",
  "clockRootBuffer": "clkbuf_4",
  "worstMarginPinSlew_ns": 0.1901,
  "peakVddDrop_v": 0.0002988,
  "grt_max_degree": 4,
  "routed-via-count": 113,
  "yosys.area.top_type": "dfxtp_1",
  "cts_tree": "built",
  "ys_chip_area_um2": 157.7,
  "lay_top_cells": "nor2_1 (5), dfxtp_1 (5), clkbuf_4 (3)",
  "synth_flops": 5,
  "gr-usage-met2_pct": 1.204,
  "clock.fmax_mhz": 1005,
  "drv_cap": 0,
  "rsz0062_at_grt": "false",
  "die_y_um": 80,
  "yosys_warnings": 1,
  "power.total_uw": 391.6,
  "tool_warnings": 25,
  "finalCritPeriodShare_pct": 82.88,
  "cp.required_ns": 0.96,
  "slew_headroom_pct": 87.28,
  "crit_chain": "dlygate4sd2_1",
  "outcome": "completed",
  "grt_pass1_wl_um": 489,
  "ys_seq_share_pct": 63.49,
  "crit_type": "reg -> out",
  "cts_setup_buffers": 0,
  "postLayoutCoreUtil_pct": 7.912,
  "hold_buffers": 0,
  "finalSetupViolCount": 0,
  "slowest_stage": "dfxtp_1",
  "initial_core_util_pct": 4.615,
  "gr-usage-all-layers_pct": 1.159,
  "firstDrtPassIters": 2
}
-- routing by layer --
layer  vias to the layer above  share of wire (%)
li1                         58                  -
met1                        49                 37
met2                         6                 30
met3                         0                 33
met4                         0                  0
met5                         -                  0
-- power breakdown --
group	switching, mW	total (mW)	internal, mW
Clock	0.0660	0.191	0.126
Combinational	0.0104	0.0242	0.0137
Sequential	0.00229	0.176	0.174
Total	0.0787	0.392	0.313
-- path summary, 6_finish.rpt --
check / startpoint / endpoint / slack (ns) / cells after the start
max: y$_DFF_P_ / y / 0.21 / 1
min: state_present[3]$_DFF_P_ / y$_DFF_P_ / 0.45 / 1
min reg2reg: state_present[3]$_DFF_P_ / y$_DFF_P_ / 0.45 / 1
max reg2reg: state_present[3]$_DFF_P_ / state_present[0]$_DFF_P_ / 0.54 / 2
-- registers in the layout, indices dropped and copies added (netlist names) --
register	cells
state_present	4
y	1
-- cell type report --
type	instances	area [um^2]	area share (%)
timing repair buffer	3	28.78	10.65
multi-input combinational	9	57.56	21.30
sequential	5	100.1	37.04
clock buffer	4	26.28	9.722
tap	46	57.56	21.30
-- synthesized netlist by cell type --
| cell type | number |
|---|---|
| a21boi_2 | 1 |
| nor3b_1 | 1 |
| dfxtp_1 | 5 |
| and2_1 | 1 |
| nand2b_4 | 1 |
| nor2_1 | 5 |
-- metrics by stage --
| stage | cell area (um^2) | std cells |
|---|---|---|
| after floorplan | 157.7 | 14 |
| after global placement | 245.2 | 63 |
| after detailed placement | 245.2 | 63 |
| after CTS | 270.3 | 67 |
| after global routing | 270.3 | 67 |
| final | 270.3 | 67 |
-- kinds of logic (layout without fill, tap and decap cells) --
| family | count (synthesis) | after routing | share of synthesized area (%) |
|---|---|---|---|
| DFF | 5 | 5 | 63.49 |
| buffers and inverters | 0 | 7 | 0 |
| and+or+nand+nor | 8 | 8 | 29.37 |
| AOI/OAI and AO/OA | 1 | 1 | 7.142 |
Power and IR drop assume default switching activity.
